[flow/config.mk]
export PLATFORM = sky130hd
export DESIGN_NAME = stopwatch_top
export DESIGN_NICKNAME = stopwatch_top
export VERILOG_FILES = /design/flow/design.v
export SDC_FILE = /design/flow/constraint.sdc
export NUM_CORES = 4
export LEC_CHECK = 1
export CORE_UTILIZATION = 40
[flow/constraint.sdc]
current_design stopwatch_top

set clk_period 6.0
set clk_io_pct 0.2

create_clock -name clk0 -period $clk_period [get_ports {clk_100mhz}]

set non_clock_inputs [all_inputs -no_clocks]
set_input_delay [expr $clk_period * $clk_io_pct] -clock clk0 $non_clock_inputs
set_output_delay [expr $clk_period * $clk_io_pct] -clock clk0 [all_outputs]
[flow/design.v]
`timescale 1ns / 1ps
module clk_gen(
  input  wire clk_100mhz,
  output reg  en_1hz,
  output reg  en_2hz,
  output reg  en_fast,
  output reg  en_blink
);
  localparam integer DIV_1HZ   = 100_000_000;
  localparam integer DIV_2HZ   = 50_000_000;
  localparam integer CW_FAST   = 18;  
  localparam integer DIV_BLINK = 66_666_666; 
  reg [26:0] cnt_1hz;
  reg [25:0] cnt_2hz;  
  reg [CW_FAST-1:0] cnt_fast;
  reg [24:0] cnt_blink;  
  always @(posedge clk_100mhz) begin
    if (cnt_1hz == 0) begin
      cnt_1hz <= DIV_1HZ-1;
      en_1hz  <= 1'b1;
    end else begin
      cnt_1hz <= cnt_1hz - 1;
      en_1hz  <= 1'b0;
    end
    if (cnt_2hz == 0) begin
      cnt_2hz <= DIV_2HZ-1;
      en_2hz  <= 1'b1;
    end else begin
      cnt_2hz <= cnt_2hz - 1;
      en_2hz  <= 1'b0;
    end
    cnt_fast <= cnt_fast + 1'b1;
    en_fast  <= (cnt_fast == {CW_FAST{1'b1}});
    if (cnt_blink == 0) begin
      cnt_blink <= DIV_BLINK-1;
      en_blink  <= 1'b1;
    end else begin
      cnt_blink <= cnt_blink - 1;
      en_blink  <= 1'b0;
    end
  end
  initial begin
    cnt_1hz   = DIV_1HZ-1;
    cnt_2hz   = DIV_2HZ-1;
    cnt_fast  = {CW_FAST{1'b0}};
    cnt_blink = DIV_BLINK-1;
    en_1hz    = 1'b0;
    en_2hz    = 1'b0;
    en_fast   = 1'b0;
    en_blink  = 1'b0;
  end
endmodule
`timescale 1ns / 1ps
module display_driver(
  input  wire clk,                 
  input  wire adj,
  input  wire [3:0] blink_mask,    
  input  wire en_blink,            
  input  wire [3:0] hex3, hex2, hex1, hex0,
  output reg  [3:0] an,            
  output reg  [7:0] seg            
);
  localparam N = 18;
  reg [N-1:0] refresh;
  reg blink_state;
  reg [1:0] idx;
  reg [3:0] hex_in;
  reg [6:0] seg7;  
  always @(posedge clk) begin
    refresh <= refresh + 1'b1;
    if (en_blink) blink_state <= ~blink_state;
  end
  always @* begin
    case (refresh[N-1:N-2])
      2'b00: begin an = 4'b0111; idx = 2'd0; hex_in = hex0; end  
      2'b01: begin an = 4'b1011; idx = 2'd1; hex_in = hex1; end
      2'b10: begin an = 4'b1101; idx = 2'd2; hex_in = hex2; end
      2'b11: begin an = 4'b1110; idx = 2'd3; hex_in = hex3; end  
      default: begin an = 4'b1111; idx = 2'd0; hex_in = 4'd0; end
    endcase
  end
  always @* begin
    case (hex_in)
      4'h0: seg7 = 7'b0000001;
      4'h1: seg7 = 7'b1001111;
      4'h2: seg7 = 7'b0010010;
      4'h3: seg7 = 7'b0000110;
      4'h4: seg7 = 7'b1001100;
      4'h5: seg7 = 7'b0100100;
      4'h6: seg7 = 7'b0100000;
      4'h7: seg7 = 7'b0001111;
      4'h8: seg7 = 7'b0000000;
      4'h9: seg7 = 7'b0000100;
      default: seg7 = 7'b1111110;  
    endcase
  end
  always @* begin
    seg = {1'b1, seg7[0], seg7[1], seg7[2], seg7[3], seg7[4], seg7[5], seg7[6]};
    if (adj) begin
      if (blink_mask[idx] && (blink_state == 1'b0)) begin
        seg = 8'b1111_1111;  
      end
    end
  end
  initial begin
    refresh     = {N{1'b0}};
    blink_state = 1'b0;
  end
endmodule
`timescale 1ns / 1ps
module input_sync_debounce(
  input  wire clk,         
  input  wire en_sample,   
  input  wire din_async,   
  output reg  level,       
  output reg  rise         
);
  reg sync_0, sync_1;
  always @(posedge clk) begin
    sync_0 <= din_async;
    sync_1 <= sync_0;
  end
  reg [3:0] sr;
  reg       level_nxt;
  reg       level_d;
  always @(posedge clk) begin
    if (en_sample) begin
      sr <= {sr[2:0], sync_1};
      if (&sr)       level_nxt <= 1'b1;
      else if (~|sr) level_nxt <= 1'b0;
    end
    level   <= level_nxt;
    level_d <= level_nxt;
    rise    <= level_nxt & ~level_d;
  end
  initial begin
    sr        = 4'b0000;
    level     = 1'b0;
    level_nxt = 1'b0;
    level_d   = 1'b0;
    rise      = 1'b0;
  end
endmodule
`timescale 1ns / 1ps
module stopwatch_top(
  input  wire clk_100mhz,
  input  wire reset_btn,
  input  wire pause_btn,
  input  wire sel_sw,
  input  wire adj_sw,
  output wire [7:0] seg,
  output wire [3:0] an
);
  wire en_1hz, en_2hz, en_fast, en_blink;
  wire rst_level;
  wire pause_rise;
  wire sel_level;
  wire adj_level;
  wire [3:0] hex3, hex2, hex1, hex0;
  wire [3:0] blink_mask;
  clk_gen u_clk_gen(
    .clk_100mhz(clk_100mhz),
    .en_1hz    (en_1hz),
    .en_2hz    (en_2hz),
    .en_fast   (en_fast),
    .en_blink  (en_blink)
  );
  input_sync_debounce u_db_reset(
    .clk      (clk_100mhz),
    .en_sample(en_fast),
    .din_async(reset_btn),
    .level    (rst_level),
    .rise     ()
  );
  input_sync_debounce u_db_pause(
    .clk      (clk_100mhz),
    .en_sample(en_fast),
    .din_async(pause_btn),
    .level    (),
    .rise     (pause_rise)
  );
  input_sync_debounce u_db_sel(
    .clk      (clk_100mhz),
    .en_sample(en_fast),
    .din_async(sel_sw),
    .level    (sel_level),
    .rise     ()
  );
  input_sync_debounce u_db_adj(
    .clk      (clk_100mhz),
    .en_sample(en_fast),
    .din_async(adj_sw),
    .level    (adj_level),
    .rise     ()
  );
  time_core u_time(
    .clk        (clk_100mhz),
    .rst        (rst_level),
    .en_1hz     (en_1hz),
    .en_2hz     (en_2hz),
    .adj        (adj_level),
    .sel        (sel_level),
    .pause_edge (pause_rise),
    .hex3       (hex3),
    .hex2       (hex2),
    .hex1       (hex1),
    .hex0       (hex0),
    .blink_mask (blink_mask)
  );
  display_driver u_disp(
    .clk       (clk_100mhz),
    .adj       (adj_level),
    .blink_mask(blink_mask),
    .en_blink  (en_blink),
    .hex3      (hex3),
    .hex2      (hex2),
    .hex1      (hex1),
    .hex0      (hex0),
    .an        (an),
    .seg       (seg)
  );
endmodule
`timescale 1ns / 1ps
module time_core(
  input  wire clk,
  input  wire rst,
  input  wire en_1hz,
  input  wire en_2hz,
  input  wire adj,
  input  wire sel,           
  input  wire pause_edge,    
  output reg  [3:0] hex3,    
  output reg  [3:0] hex2,    
  output reg  [3:0] hex1,    
  output reg  [3:0] hex0,    
  output reg  [3:0] blink_mask  
);
  reg run;  
  task inc_seconds;
  begin
    if (hex0 < 4'd9) begin
      hex0 <= hex0 + 1'b1;
    end else begin
      hex0 <= 4'd0;
      if (hex1 < 4'd5) begin
        hex1 <= hex1 + 1'b1;
      end else begin
        hex1 <= 4'd0;
        if (hex2 < 4'd9) begin
          hex2 <= hex2 + 1'b1;
        end else begin
          hex2 <= 4'd0;
          if (hex3 < 4'd9) begin
            hex3 <= hex3 + 1'b1;
          end else begin
            hex3 <= 4'd0;  
          end
        end
      end
    end
  end
  endtask
  task inc_minutes;
  begin
    if (hex2 < 4'd9) begin
      hex2 <= hex2 + 1'b1;
    end else begin
      hex2 <= 4'd0;
      if (hex3 < 4'd9) begin
        hex3 <= hex3 + 1'b1;
      end else begin
        hex3 <= 4'd0;  
      end
    end
  end
  endtask
  task inc_seconds_only;
  begin
    if (hex0 < 4'd9) begin
      hex0 <= hex0 + 1'b1;
    end else begin
      hex0 <= 4'd0;
      if (hex1 < 4'd5) begin
        hex1 <= hex1 + 1'b1;
      end else begin
        hex1 <= 4'd0;  
      end
    end
  end
  endtask
  always @* begin
    blink_mask = adj ? (sel ? 4'b0011 : 4'b1100) : 4'b0000;
  end
  always @(posedge clk) begin
    if (rst) begin
      hex3 <= 4'd0; hex2 <= 4'd0; hex1 <= 4'd0; hex0 <= 4'd0;
      run  <= 1'b1;  
    end else begin
      if (pause_edge) run <= ~run;
      if (!adj) begin
        if (run && en_1hz) begin
          inc_seconds();
        end
      end else begin
        if (en_2hz) begin
          if (sel == 1'b0) begin
            inc_minutes();
          end else begin
            inc_seconds_only();
          end
        end
      end
    end
  end
  initial begin
    hex3 = 4'd0;
    hex2 = 4'd0;
    hex1 = 4'd0;
    hex0 = 4'd0;
    run  = 1'b1;
  end
endmodule
[flow/run.sh]
#!/bin/bash
# OpenROAD 26Q1-2900-gdf79404cd8, Yosys 0.63+post, stock flow scripts
make -C /OpenROAD-flow-scripts/flow DESIGN_CONFIG=/design/flow/config.mk WORK_HOME=/design/flow/orfs finish
==> flow_metrics.env <==
# source this file to load flow results
export IMPL_cp_slowest_cell="mux4_2"
export IMPL_num_vias=4880
export IMPL_core_um2=17300
export IMPL_clock_path_buffers=2
export IMPL_finalSetupViolCount=0
export IMPL_syn_area_um2=7080
export IMPL_min_path_type="register to register"
export IMPL_tns_ns=0
export IMPL_synth_area_per_cell_um2=9.93
export IMPL_period_used=0.661
export IMPL_switching_share=0.195
export IMPL_netSwitchingPower_uw=438
export IMPL_drive_above_1_share=0.0736
export IMPL_synth_edff_count=21
export IMPL_clock_power_share=0.488
export IMPL_warning_count=33
export IMPL_critPathKind="register to output pin"
export IMPL_p_leak_uw=0.00297
export IMPL_ys_seq_share=0.507
export IMPL_grt_usage=0.140
export IMPL_cts_sinks=169
export IMPL_dr_pass1_iters=6
export IMPL_postCtsResizedCells=0
export IMPL_core_rowCount=48
export IMPL_grt_first_pass_wirelength_mm=20.8
export IMPL_grt_max_degree=21
export IMPL_async_reset_ff_frac=0
export IMPL_cts_root_buf="clkbuf_16"
export IMPL_chipWidth_um=135
export IMPL_yosys_top_cells_area="dfxtp_1 42%, edfxtp_1 8.9%, xnor2_1 6.4%"
export IMPL_critPathMaxFanout=10
export IMPL_cts_hold_buf=0
export IMPL_grt_pass1_vias=4672
export IMPL_worstPathArrival_ns=2.77
export IMPL_max_cap_violations=0
export IMPL_antennaDiodeCount=0
export IMPL_io_pins=17
export IMPL_synth_top_area_share=0.418
export IMPL_synth_chip_area_um2=7080
export IMPL_peakVddDrop_v=0.000299
export IMPL_synth_cell_types=66
export IMPL_ant_nets=0
export IMPL_fp_dieH_um=135
export IMPL_utilization=0.465
export IMPL_clock_latency_ns=0.42
export IMPL_period_needed_ns=3.97
export IMPL_grt_overflow=0
export IMPL_synth_flops=169
export IMPL_worstSetupStartpointType="register"
export IMPL_dieArea_um2=18200
export IMPL_wl_per_cell_um=11.6
export IMPL_portBuffers=15
export IMPL_drc_errors=0
export IMPL_cts_tree="done"
export IMPL_rsz0062_at_grt="no"
export IMPL_tightest_slew_ns=0.782
export IMPL_synth_main_ff_cell="dfxtp_1"
export IMPL_intPower_uw=1800
export IMPL_slowest_delay_ns=0.65
export IMPL_dp_cells=940
export IMPL_areaGrowthSynthToFinish_pct=13.7
export IMPL_path_cells="mux4_2 > or2_1 > o311a_1 > nand2_1 > clkdlybuf4s50_1"
export IMPL_fin_cells=972
export IMPL_clk_pin_slew_ns=0.06
export IMPL_end_kind="output pin"
export IMPL_cts_made_buffers=17
export IMPL_worstRegToRegCells=7
export IMPL_fmax_mhz=252
export IMPL_yosys_warnings=4
export IMPL_syn_inst=713
export IMPL_slew_limit_headroom=0.478
export IMPL_wl_mm=11.3
export IMPL_place_hpwl_mm=7.71
export IMPL_gp_congestion=0.833
export IMPL_fp_utilization=0.410
export IMPL_hold_depth=0
export IMPL_yosys_area_top_type="dfxtp_1"
export IMPL_ys_cells=713
export IMPL_skew_ns=0.00900
export IMPL_viasPerCell=5.02
export IMPL_power_density_nw_per_um2=279
export IMPL_slew_violations=0
export IMPL_p_comb_frac=0.001
export IMPL_antenna_found_initial=0
export IMPL_htree_levels=4
export IMPL_required_ns=4.80
export IMPL_finalHoldViolations=0
export IMPL_cts_setup_buffers=0
export IMPL_outcome="complete, no violations"
export IMPL_drtIter0Drc=266
export IMPL_seq_power_share=0.511
==> flip-flops by register name, summed over array words and instances, names as in the netlist, 4 cells and up <==
register and flops:
u_clk_gen.cnt_1hz 27, u_time.hex2 4, u_db_pause.sr 4, u_time.hex3 4, u_db_adj.sr 4, u_db_reset.sr 4
u_disp.refresh 18, u_time.hex1 4, u_clk_gen.cnt_fast 18, u_clk_gen.cnt_blink 25, u_clk_gen.cnt_2hz 26, u_time.hex0 4
u_db_sel.sr 4
==> worst paths after layout <==
| kind | start | to | slack (ns) |
|---|---|---|---|
| worst min register to register | u_db_pause.sync_0 | u_db_pause.sync_1 | 0.33 |
| worst min-delay path | u_db_pause.sync_0 | u_db_pause.sync_1 | 0.33 |
| worst max register to register | u_time.hex1[0] | u_time.hex3[3] | 3.87 |
| worst max-delay path | u_disp.refresh[16] | seg[0] | 2.03 |
==> layout make-up <==
cell class	count	area (um^2)
Multi-Input combinational cell	502	3310
Tap cell	225	282
Timing Repair Buffer	15	150
Inverter	29	110
Sequential cell	169	3590
Clock inverter	14	174
Fill cell	1550	9250
Clock buffer	18	429
==> power groups by stage <==
stage,sequential [uW],clock (uW),combinational [uW]
6_report,1150,1100,2.46
4_1_cts,1140,1120,2.49
5_1_grt,1140,1180,2.68
==> cells in the mapped netlist, types with 2 or more instances <==
cell and n:
edfxtp_1 21, inv_1 27, nor3_1 25, mux4_2 4
a21oi_1 18, o41ai_1 3, nor4_4 2, o31ai_1 4
mux2i_1 4, or3_1 15, nand4_1 13, nand3b_1 2
ha_1 18, nor3_2 2, nor4b_4 2, nor3b_1 2
nor2b_1 6, o21ai_0 17, or4_1 3, o211ai_1 3
clkbuf_1 8, a31oi_1 6, nor4_1 18, dfxtp_1 148
o2111ai_1 3, xor2_1 32, nand3_1 40, and4_1 8
nor2_1 67, and3_1 10, buf_2 3, a211o_1 2
xnor2_1 52, nand4b_1 5, o21a_1 4, nand2b_1 9
nand2_1 70, and2_1 2, a41oi_1 5, or2_2 4
==> cells in the final DEF, fill, tap and decap left out, types with 3 or more instances in the layout <==
master	synthesis	layout
o21ai_0	17	17
nand2b_1	9	9
o41ai_1	3	3
a41oi_1	5	5
dfxtp_1	148	148
nor2_1	67	67
o21a_1	4	4
o31ai_1	4	4
mux4_2	4	4
clkinv_4	0	4
clkinvlp_4	0	3
mux2i_1	4	4
inv_1	27	27
bufinv_16	0	3
or4_1	3	3
nand3_1	40	40
nand4b_1	5	5
nor4_1	18	18
and3_1	10	10
o211ai_1	3	3
nand4_1	13	13
or3_1	15	15
a31oi_1	6	6
nor3_1	25	25
nand2_1	70	70
clkbuf_16	0	17
a21oi_1	18	18
edfxtp_1	21	21
xor2_1	32	32
o2111ai_1	3	3
and4_1	8	8
xnor2_1	52	52
ha_1	18	18
or2_2	4	4
clkdlybuf4s50_1	0	15
nor2b_1	6	6
==> worst max-delay path, delay by kind of cell (launching register included) <==
family | cells | cell delay, ns
mux | 1 | 0.65
flops | 1 | 0.57
buf+inv | 1 | 0.45
simple gates | 2 | 0.37
compound gates | 1 | 0.32
==> kinds of logic (layout without fill, tap and decap cells) <==
group	count (synthesis)	count (layout)	share of synthesized area
AOI/OAI and AO/OA	76	76	0.0712
DFF	169	169	0.507
buffers and inverters	42	76	0.0251
and+or+nand+nor	314	314	0.240
muxes	9	9	0.0200
xor gates and xnor gates	84	84	0.104
other	1	1	0.000529
adders and majority gates	18	18	0.0318
==> routing by layer <==
layer,vias to the layer above,track usage,part of all wire
met5,-,0,0
met4,0,0.0156,0.010
met3,9,0.0303,0.037
met2,72,0.209,0.43
met1,2229,0.223,0.53
li1,2570,-,-
==> through the flow <==
step	instance area [um^2]	setup WS, ns	total power (uW)	hold slack, ns
finish	8050	2.03	2240	0.329
global route	8050	1.85	2330	0.336
CTS	8050	2.00	2270	0.331
detailed placement	7450	2.45	1170	0.316
global placement	7450	2.49	1170	0.311
floorplan	7080	3.11	1170	0.310
No activity file was given, so power comes from the tool's default toggle rates.
