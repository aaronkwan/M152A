### ./design.v
module counter(
    input wire clk,
    input wire rst,
    output reg a0,
    output reg a1,
    output reg a2,
    output reg a3
);
    always @(posedge clk) begin
        if (rst) begin
            a0 <= 1'b0;
            a1 <= 1'b0;
            a2 <= 1'b0;
            a3 <= 1'b0;
        end
        else begin
            a0 <= ~a0;
            a1 <= a0 ^ a1;
            a2 <= (a0 & a1) ^ a2;
            a3 <= (a0 & a1 & a2) ^ a3;
        end
    end
endmodule
### ./run.sh
#!/bin/bash
# OpenROAD 26Q1-2900-gdf79404cd8, Yosys 0.63+post, stock flow scripts
make -C /OpenROAD-flow-scripts/flow DESIGN_CONFIG=/design/flow/config.mk WORK_HOME=/design/flow/orfs finish
### ./config.mk
export PLATFORM = sky130hd
export DESIGN_NAME = counter
export DESIGN_NICKNAME = counter
export VERILOG_FILES = /design/flow/design.v
export SDC_FILE = /design/flow/constraint.sdc
export NUM_CORES = 4
export LEC_CHECK = 1
export CORE_AREA = 10 10 70 70
export DIE_AREA = 0 0 80 80
### ./constraint.sdc
current_design counter

set clk_period 1.0
set clk_io_pct 0.2

create_clock -name clk0 -period $clk_period [get_ports {clk}]

set non_clock_inputs [all_inputs -no_clocks]
set_input_delay [expr $clk_period * $clk_io_pct] -clock clk0 $non_clock_inputs
set_output_delay [expr $clk_period * $clk_io_pct] -clock clk0 [all_outputs]
==> reports/metrics.cfg <==
[die]
die_w_um=80
coreArea_um2=3420
chipArea_um2=6400
row_count=21
io_pins=6
fp_util_pct=3.92
die_y_um=80

[layout]
fillers=402
seq_area_um2=85.1
finalCoreUtilization_pct=9.85
area_delta_synth_final_pct=151
final_cells=69
mi_logic_area_um2=86.3
stdcell_area_um2=337
layout-drive-gt1-share_pct=60.9

[clock_tree]
hold_buffers=0
cts_buffer_depth=2
cts_tree=done
cts_buffers=3
clk_transition_reported_paths_ps=40
clock-sinks=4
htree_levels=1
worstSkewPairLatency_ps=230
cts_root_buffer=clkbuf_4

[outcome]
status=finished with violations
failed_checks=setup timing

[yosys]
synth_flops=4
ys_seq_share_pct=59.8
synth_area_um2=134
avgSynthCellArea_um2=12.2
ys_chip_area_um2=134
syn_inst=11
synth.distinct_cells=5
yosys_cells=11
synth_warnings=1

[setup_path]
crit_chain=buf_6 -> ha_4 -> ha_4 -> nor2b_1
endpoint_kind=flip-flop
cp_slowest_cell=dfxtp_2
criticalPathCategory=flip-flop to flip-flop
required_ps=1120
crit_top_cell=ha_4
cp.arrival_ps=1150
slowest_delay_ps=320
critPathTopFamily=adder cells
path_buffers=1
critPathLaunchType=flip-flop
crit_fanout=2

[detailed_routing]
drcViolationCount=0
wl_um=385
wl_per_cell_um=5.58
ant_nets=0
detailedRoute.firstPassIterationCount=2
viasPerCell=1.75
vias=121
drtIter0Drc=7
diodes=0

[power]
leakagePower_nw=0.124
irDropWorstVdd_v=0.000272
finalPower_mw=0.440
power.density_nw_per_um2=1310

[grt]
grt_max_degree=5
grt_usage_pct=1.30
grt_pass1_vias=122
antenna_found_initial=0
grt_overflow=0
grt_pass1_wl_um=558

[sta]
setup_viol_count_final=2
layout_setup_ws_ps=-36.1
clock.fmax_mhz=965
slew_headroom_pct=90.0
holdWs_ps=576
rsz0062_at_grt=yes
finalClockPeriodUsage_pct=104
final_hold_viol_count=0
slew_viol_final=0
period_needed_ps=1040
tightest_slew_ps=149
skew_ps=0.195

[placed_design]
port_buffers=5
dpl.cell_count=63
routabilityCongestion=0.619
dpl-instance-area_um2=249

[min_path]
hold_path.class=primary input to flip-flop

[job]
log.warning_count=27
cap_violations=0

-- metrics by stage --
stage	TNS (ps)	setup slack, ps
after floorplan	0	44.9
after global placement	-26.7	-18.5
after detailed placement	-88.2	-37.8
after CTS	-59.4	-30.2
after global routing	-140	-75.6
final	-66.5	-36.1
-- synthesized netlist by cell type --
cell | count | share of area [%]
dfxtp_1 | 4 | 60
ha_1 | 2 | 19
nor2_1 | 2 | 5.6
nor2b_1 | 2 | 9.3
xnor2_1 | 1 | 6.5
-- path summary, 6_finish.rpt --
check                           start  endpoint  slack [ps]  cells after the start
worst max register to register     a0        a2         -40                      4
worst min register to register     a0        a0         590                      3
worst min-delay path              rst        a0         580                      2
worst max-delay path               a0        a2         -40                      4
-- cells in the final DEF, fill, tap and decap left out, drive strengths merged --
cell type / synthesis / final
dfxtp: 4 / 4
buf: 0 / 4
clkbuf: 0 / 3
nor2: 2 / 2
nor2b: 2 / 2
ha: 2 / 2
dlygate4sd2: 0 / 2
clkdlybuf4s15: 0 / 2
xnor2: 1 / 1
clkdlybuf4s50: 0 / 1
-- registers in the layout (all words and copies together), names as in the netlist --
signal / flops
a3: 1
a0: 1
a1: 1
a2: 1
-- layer usage --
| metal | wire, um | up-vias | track usage, % | part of all wire (%) |
|---|---|---|---|---|
| li1 | - | 61 | - | - |
| met1 | 137 | 52 | 0.999 | 36 |
| met2 | 111 | 8 | 1.20 | 29 |
| met3 | 136 | 0 | 2.73 | 35 |
| met4 | 0 | 0 | 0.352 | 0 |
| met5 | 0 | - | 0 | 0 |
-- power breakdown --
group / switching, mW / total [mW] / internal (mW)
Combinational: 0.0176 / 0.0622 / 0.0446
Sequential: 0.00737 / 0.180 / 0.173
Clock: 0.0630 / 0.197 / 0.134
Total: 0.0879 / 0.440 / 0.352
-- worst register-to-register path, cell delays in order (launching register included) --
cell	delay, ps
dfxtp_2	320
buf_6	110
ha_4	150
ha_4	220
nor2b_1	120
-- final cells by class --
cell class	count	share of cell area, %
clock buffer	3	6.69
tap	46	17.1
sequential	4	25.3
multi-input combinational	7	25.7
timing repair buffer	9	25.3
-- repair_timing --
action	CTS	global route
endpoints found under the setup margin	6	4
gates resized	16	1
setup buffers	3	0
pin swaps	4	0
gates cloned	0	0
-- kinds of logic (layout without fill, tap and decap cells) --
logic type | Yosys count | count (layout) | share of synthesized area, %
flip-flops | 4 | 4 | 59.8
AND/OR/NAND/NOR | 4 | 4 | 15.0
adder cells (fa/ha/maj) | 2 | 2 | 18.7
XOR/XNOR | 1 | 1 | 6.54
buffers and inverters | 0 | 12 | 0
Power and IR drop assume default switching activity.
